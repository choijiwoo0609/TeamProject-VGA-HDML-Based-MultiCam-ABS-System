==> flow/design.v <==
`timescale 1ns / 1ps
module HDMI_MemController #(
    parameter IMG_W = 320,
    parameter IMG_H = 240,
    parameter H_MAX = 800,
    parameter V_MAX = 525
) (
    input                          pclk,
    input                          rstn,
    input                          DE,
    input      [$clog2(H_MAX)-1:0] x_pixel,
    input      [$clog2(V_MAX)-1:0] y_pixel,
    output                         den,
    output                         cap_val,     
    output     [             15:0] led_count,
    output reg [             16:0] rAddr,
    input      [             15:0] rData,       
    input      [             15:0] Rom_Data,
    input      [              9:0] h_out,
    input      [              6:0] s_out,
    input      [              6:0] v_out,
    output reg [              4:0] r_port,
    output reg [              5:0] g_port,
    output reg [              4:0] b_port,
    output                         led0
);
  wire [3:0] reg_r, reg_g, reg_b;
  reg reg_cap_val, next_cap_val;
  reg strike, ball;
  wire left_green_val;
  reg [14:0] thr_cnt, thr_cnt_next;
  reg [7:0] startup_delay_cnt;
  reg       system_ready;
  assign cap_val   = reg_cap_val;
  assign led_count = {left_green_val, thr_cnt};
  assign reg_r     = (rData[15:12] == 0 | rData[15:12] == 4'hf) ? rData[15:12] : rData[15:12] - 1;
  assign reg_g     = (rData[10:7] == 0 | rData[10:7] == 4'hf) ? rData[10:7] : rData[10:7] - 1;
  assign reg_b     = rData[4:1];
  assign den       = (DE && (x_pixel < (IMG_W << 1)) && (y_pixel < (IMG_H << 1)));   
  assign led0      = left_green_val;
  Green_Counter #(
      .H_MAX(H_MAX),
      .V_MAX(V_MAX)
  ) U_Green_Counter (
      .pclk(pclk),
      .rstn(rstn),
      .den(den),
      .h_out(h_out),
      .s_out(s_out),
      .v_out(v_out),
      .x_pixel(x_pixel),
      .y_pixel(y_pixel),
      .left_green_val(left_green_val)
  );
  localparam IDLE = 2'b00;
  localparam RECOGNIZE = 2'b01;
  localparam THROWING = 2'b10;
  reg [1:0] state, next_state;
  always @(*) begin
    rAddr = 17'bz;
    {r_port, g_port, b_port} = 16'b0;   
    if (den) begin
      rAddr = ((y_pixel / 2) * 320 + (x_pixel / 2));
      if (x_pixel >= 400 && x_pixel < 404) begin
        {r_port, g_port, b_port} = 16'hF800;
      end else if(((h_out >= 10'd30) && (h_out <= 10'd38) &&
                                        (s_out >= 7'd59) && (s_out <= 7'd63) &&
                                        (v_out >= 7'd98) && (v_out <= 7'd100)) ||
                                        ((h_out >= 10'd60) && (h_out <= 10'd64) &&
                                        (s_out >= 7'd46) && (s_out <= 7'd51) &&
                                        (v_out >= 7'd98) && (v_out <= 7'd100)) ||
                                        ((h_out >= 10'd10) && (h_out <= 10'd33) &&
                                        (s_out >= 7'd55) && (s_out <= 7'd76) &&
                                        (v_out >= 7'd98) && (v_out <= 7'd100)) ||
                                         ((h_out >= 10'd20) && (h_out <= 10'd42) &&
                                        (s_out >= 7'd44) && (s_out <= 7'd63) &&
                                        (v_out >= 7'd96) && (v_out <= 7'd100)))begin
        {r_port, g_port, b_port} = 16'h001f;
      end else if (((reg_g + 1) > reg_r + 3) && ((reg_g + 1) >= reg_b + 1) && 
                         ((reg_g + 1) >= 1))  begin
        {r_port, g_port, b_port} = Rom_Data;   
      end else begin
        {r_port, g_port, b_port} = rData;   
      end
    end
  end
  always @(posedge pclk or negedge rstn) begin
    if (~rstn) begin
      startup_delay_cnt <= 0;
      system_ready      <= 1'b0;
    end else begin
      if (!system_ready) begin
        if ((x_pixel == 639) && (y_pixel == 479)) begin
          if (startup_delay_cnt < 10) begin
            startup_delay_cnt <= startup_delay_cnt + 1;
          end else begin
            system_ready <= 1'b1;
          end
        end
      end
    end
  end
  always @(posedge pclk or negedge rstn) begin
    if (~rstn) begin
      state       <= IDLE;
      reg_cap_val <= 1'b0;
      thr_cnt     <= 0;
    end else begin
      state       <= next_state;
      reg_cap_val <= next_cap_val;
      thr_cnt     <= thr_cnt_next;
    end
  end
  always @(*) begin
    next_state   = state;
    next_cap_val = reg_cap_val;
    thr_cnt_next = thr_cnt;
    case (state)
      IDLE: begin
        next_cap_val = 1'b0;
        if (system_ready && left_green_val) begin
          next_cap_val = 1;
          thr_cnt_next = thr_cnt + 1;
          next_state   = THROWING;
        end
      end
      THROWING: begin
        next_cap_val = 0;
        if ((x_pixel == 639) && (y_pixel == 479) && !(left_green_val)) begin
          next_state = IDLE;
        end
      end
    endcase
  end
endmodule
module Green_Counter #(
    parameter H_MAX = 800,
    parameter V_MAX = 525
) (
    input pclk,
    input rstn,
    input den,
    input [9:0] h_out,
    input [6:0] s_out,
    input [6:0] v_out,
    input [$clog2(H_MAX)-1:0] x_pixel,
    input [$clog2(V_MAX)-1:0] y_pixel,
    output left_green_val
);
  reg left_green_val_reg;
  reg [2:0] left_green_cnt;
  assign left_green_val = left_green_val_reg;
  always @(posedge pclk or negedge rstn) begin
    if (~rstn) begin
      left_green_cnt <= 0;
      left_green_val_reg <= 0;
    end else begin
      if (den) begin
        if ((x_pixel < 400) && (x_pixel >= 50)) begin
          if (((h_out >= 10'd30) && (h_out <= 10'd38) &&
                                        (s_out >= 7'd59) && (s_out <= 7'd63) &&
                                        (v_out >= 7'd98) && (v_out <= 7'd100)) ||
                                        ((h_out >= 10'd60) && (h_out <= 10'd64) &&
                                        (s_out >= 7'd46) && (s_out <= 7'd51) &&
                                        (v_out >= 7'd98) && (v_out <= 7'd100)) ||
                                        ((h_out >= 10'd10) && (h_out <= 10'd33) &&
                                        (s_out >= 7'd55) && (s_out <= 7'd76) &&
                                        (v_out >= 7'd98) && (v_out <= 7'd100)) ||
                                         ((h_out >= 10'd20) && (h_out <= 10'd42) &&
                                        (s_out >= 7'd44) && (s_out <= 7'd63) &&
                                        (v_out >= 7'd96) && (v_out <= 7'd100))) begin
            if (left_green_cnt < 5) begin
              left_green_cnt <= left_green_cnt + 1;
            end else begin
              left_green_val_reg <= 1;
            end
          end
        end
      end else begin
        if (y_pixel == 524) begin
          left_green_cnt <= 0;
          left_green_val_reg <= 0;
        end
      end
    end
  end
endmodule
==> flow/run.sh <==
#!/bin/bash
# OpenROAD 26Q1-2900-gdf79404cd8, Yosys 0.63+post, stock flow scripts
make -C /OpenROAD-flow-scripts/flow DESIGN_CONFIG=/design/flow/config.mk WORK_HOME=/design/flow/orfs finish
==> flow/config.mk <==
export PLATFORM = sky130hd
export DESIGN_NAME = HDMI_MemController
export DESIGN_NICKNAME = HDMI_MemController
export VERILOG_FILES = /design/flow/design.v
export SDC_FILE = /design/flow/constraint.sdc
export NUM_CORES = 4
export LEC_CHECK = 1
export CORE_UTILIZATION = 50
==> flow/constraint.sdc <==
current_design HDMI_MemController

set clk_period 5.2
set clk_io_pct 0.2

create_clock -name clk0 -period $clk_period [get_ports {pclk}]

set non_clock_inputs [all_inputs -no_clocks]
set_input_delay [expr $clk_period * $clk_io_pct] -clock clk0 $non_clock_inputs
set_output_delay [expr $clk_period * $clk_io_pct] -clock clk0 [all_outputs]
==> out/metrics.cfg <==
[power]
clock_share_of_power = 0.210
p_sw_frac = 0.343
netSwitchingPower_w = 0.000389
irDropWorstVdd_uv = 137
combPwrFrac = 0.578
total_power_w = 0.00113
total_leakage_power_nw = 2.76
p_per_area_nw_per_um2 = 185
power.share.sequential = 0.213
internal_power_w = 0.000745

[global_routing]
groute.usage.overall = 0.320
grt_residual_overflow = 0
grt_first_pass_wirelength_mm = 18.8
grt_max_degree = 32
grt_pass1_vias = 3939
grt_antenna_before_repair = 0

[floorplanning]
std_cell_rows = 30
width_of_the_die_um = 86.8
core_util_floorplan = 0.524
floorplan.io_pins = 131
total_die_size_um2 = 7540
core-area_um2 = 6870
dieHeight_um = 86.8

[logic_synthesis]
synth_warnings = 3
syn-mean-instance-area_um2 = 8.23
synth.lib_cells_used.distinct = 66
ys_chip_area_um2 = 3600
synth_cells = 437
yosys_cells = 437
enable_flop_cells = 0
ys.flops = 31
synthesis.area_um2 = 3600
ys_dominant_reg_cell = sky130_fd_sc_hd__dfrtp_1
postSynthSeqShare = 0.216
async_flop_share = 1.00

[min_path]
worstHoldEndpoint = startup_delay_cnt[5]
whs_path_depth = 0
holdCritStartpoint = startup_delay_cnt[5]
hold_path.class = reg2reg

[critical_path]
worst-path-max-fanout = 4
ff2ff_setup_slack_ns = 3.26
endpoint_kind = output pin
r2r.worst_path.cells = 6
crit_arrival_ns = 4.60
start_kind = input port
r2r-start = state[0]
worst_endpoint_required_time_ns = 4.16
timing.rr.end = thr_cnt[13]
worst-setup-path-type = in2out

[clock_network]
cts_buffers = 5
cts_tree = done
clock_insertion_delay_worst_skew_ns = 0.28
cts.htree.levels = 2
ctsLongestPathBuffers = 2
cts.clk_slew.worst_paths_ns = 0.06
clock-root-buffer = sky130_fd_sc_hd__clkbuf_8
postCtsHoldBufs = 0
cts.sinks = 31

[routing]
drtAntennaViolNets = 0
drt_first_iter_violations = 222
via_count_of_the_routed_design = 4501
drc_errors = 0
post_drt_wl_per_cell_um = 19.1
vias_per_cell = 6.04
n_antenna_cell = 0
firstDrtPassIters = 5
drt-total-wl_mm = 14.2

[place]
io_buffer_count = 130
numPlacedInstances = 688
dpl_cell_area_um2 = 5250
dp_hpwl_mm = 7.81
dp_slack_ns = -0.776
routabilityCongestion = 0.944

[cells_and_area]
n_fill_cell = 295
registers.top_by_ff_count = thr_cnt
number_of_flip_flops_in_the_largest_register = 15
reg.largest.list = thr_cnt (15), startup_delay_cnt (8), U_Green_Counter.left_green_cnt (3)
finalNonFillerCells = 745
final_layout_top_logic_cell = sky130_fd_sc_hd__clkdlybuf4s50_1
finish.utilization = 0.894
final_layout_size_suffix_gt1_frac = 0.322
most-common-layout-cells = 105 x sky130_fd_sc_hd__clkdlybuf4s50_1, 76 x sky130_fd_sc_hd__buf_4, 30 x sky130_fd_sc_hd__dfrtp_1, 30 x sky130_fd_sc_hd__nand2_1, 30 x sky130_fd_sc_hd__ha_1
post-route-cell-area_um2 = 6140
area_growth_pct = 70.7

[job]
stage_log_warnings = 31
timing.max_cap.violations = 0

[sta]
setup_viol = 16
worst-slew-pin-transition_ns = 0.589
hold_violations = 0
period_needed_ns = 5.64
rsz0062_at_grt = yes
fin_crit_share = 1.09
max_freq_mhz = 177
max_slew_margin = 0.599
final-max-slew-violation-count = 0
finClkSkew_ns = 0.00536
timing.final.ws_setup_ns = -0.443

[status]
run_status = complete, but fails checks
failed_checks = setup timing

[critical path: stages]
cell and delay [ns]:
sky130_fd_sc_hd__buf_2 0.15, sky130_fd_sc_hd__inv_2 0.08, sky130_fd_sc_hd__ha_4 0.13, sky130_fd_sc_hd__nor3b_4 0.27, sky130_fd_sc_hd__o21ai_2 0.10, sky130_fd_sc_hd__buf_4 0.14, sky130_fd_sc_hd__buf_4 0.12, sky130_fd_sc_hd__buf_4 0.12
sky130_fd_sc_hd__buf_4 0.12, sky130_fd_sc_hd__buf_4 0.12, sky130_fd_sc_hd__buf_4 0.13, sky130_fd_sc_hd__buf_4 0.12, sky130_fd_sc_hd__buf_4 0.12, sky130_fd_sc_hd__buf_4 0.12, sky130_fd_sc_hd__buf_4 0.12, sky130_fd_sc_hd__buf_4 0.12
sky130_fd_sc_hd__buf_4 0.12, sky130_fd_sc_hd__buf_4 0.13, sky130_fd_sc_hd__nand4b_4 0.10, sky130_fd_sc_hd__a21o_4 0.15, sky130_fd_sc_hd__buf_12 0.10, sky130_fd_sc_hd__buf_6 0.10, sky130_fd_sc_hd__buf_6 0.11, sky130_fd_sc_hd__nand3_1 0.13
sky130_fd_sc_hd__a31oi_1 0.32, sky130_fd_sc_hd__buf_2 0.19
[synthesized netlist by cell type (all sizes together) (3+ instances only)]
| library cell | number | area [um2] |
|---|---|---|
| a211oi | 11 | 82.6 |
| a21o | 5 | 45.0 |
| a21oi | 23 | 123 |
| a31oi | 8 | 50.1 |
| and3 | 10 | 62.6 |
| buf | 10 | 76.3 |
| clkbuf | 9 | 33.8 |
| dfrtp | 30 | 751 |
| ha | 40 | 500 |
| inv | 26 | 97.6 |
| mux2i | 4 | 40.0 |
| nand2 | 32 | 120 |
| nand2b | 4 | 25.0 |
| nand3 | 32 | 160 |
| nand4 | 10 | 62.6 |
| nor2 | 29 | 109 |
| nor2b | 7 | 43.8 |
| nor3 | 10 | 50.1 |
| nor3b | 10 | 80.1 |
| nor4 | 5 | 31.3 |
| o2111ai | 7 | 73.8 |
| o211a | 3 | 30.0 |
| o21a | 8 | 60.1 |
| o21ai | 33 | 165 |
| o21bai | 3 | 22.5 |
| or2 | 3 | 18.8 |
| xnor2 | 18 | 158 |
| xor2 | 13 | 114 |
[layer usage]
| layer | track usage | wire length [um] | vias up | part of all wire |
|---|---|---|---|---|
| met2 | 0.520 | 6120 | 268 | 0.43 |
| met5 | 0 | 0 | - | 0 |
| met1 | 0.477 | 6030 | 2142 | 0.42 |
| met3 | 0.0348 | 1650 | 51 | 0.12 |
| li1 | - | - | 2040 | - |
| met4 | 0.0561 | 439 | 0 | 0.031 |
[logic make-up after synthesis]
group           count (synthesis)  synth area share
mux                             6            0.0216
simple gates                  167             0.253
compound gates                114             0.220
xor+xnor                       32            0.0821
flops                          31             0.216
fa+ha+maj                      42             0.150
buf+inv                        45            0.0577
[cell type report]
| class | instances | area (um2) | area share |
|---|---|---|---|
| Clock inverter | 2 | 35.0 | 0.00570 |
| Sequential cell | 31 | 777 | 0.127 |
| Inverter | 26 | 108 | 0.0175 |
| Clock buffer | 6 | 82.6 | 0.0134 |
| Multi-Input combinational cell | 362 | 3040 | 0.495 |
| Tap cell | 96 | 120 | 0.0196 |
| Timing Repair Buffer | 222 | 1980 | 0.323 |
[what timing repair did]
| action | CTS | global route |
|---|---|---|
| cloned | 3 | 1 |
| buffers inserted | 38 | 11 |
| endpoints found under the setup margin | 16 | 17 |
| resized | 136 | 69 |
| pin swaps | 33 | 42 |
[power by group through the flow]
stage	clock network (W)	logic (W)	registers, W
finish	0.000238	0.000655	0.000241
global route	0.000256	0.000688	0.000241
CTS	0.000243	0.000552	0.000241
[metrics by stage]
step / hold WS [ns] / setup TNS (ns)
final: 0.380 / -2.99
after global routing: 0.393 / -4.36
after CTS: 0.383 / 0
after detailed placement: 0.369 / -12.05
after global placement: 0.367 / -10.73
after floorplan: 0.419 / 0
[worst max-delay path by stage]
| stage | start | to | slack [ns] | depth (start not counted) |
|---|---|---|---|---|
| final | rData[8] | b_port[2] | -0.44 | 26 |
| after global routing | rData[7] | b_port[2] | -0.48 | 26 |
| after CTS | rData[12] | g_port[5] | 0.006 | 18 |
