==> config.mk <==
export PLATFORM = sky130hd
export DESIGN_NAME = TOP_uart_ctrl
export DESIGN_NICKNAME = TOP_uart_ctrl
export VERILOG_FILES = /design/flow/design.v
export SDC_FILE = /design/flow/constraint.sdc
export NUM_CORES = 4
export LEC_CHECK = 1
export CORE_UTILIZATION = 30
==> run.sh <==
#!/bin/bash
# OpenROAD 26Q1-2900-gdf79404cd8, Yosys 0.63+post, stock flow scripts
make -C /OpenROAD-flow-scripts/flow DESIGN_CONFIG=/design/flow/config.mk WORK_HOME=/design/flow/orfs finish
==> design.v <==
`timescale 1ns / 1ps
module TOP_uart_ctrl (
    input  logic       clk,
    input  logic       reset,
    input  logic       Strike,
    input  logic       Ball,
    output logic [7:0] rx_data,
    output logic       rx_done,
    input  logic       rx,
    output logic       tx
);
    logic       br_tick;
    logic [7:0] ascii;
    buadrate U_buadrate (
        .clk    (clk),
        .rst    (reset),
        .br_tick(br_tick)
    );
    ascii U_ascii (
        .Strike(Strike),
        .Ball  (Ball),
        .ascii (ascii)
    );
    transmitter U_transmitter (
        .clk     (clk),
        .rst     (reset),
        .br_tick (br_tick),
        .tx_start(Strike | Ball),
        .tx_data (ascii),
        .tx_busy (),
        .tx_done (),
        .tx      (tx)
    );
    receiver U_receiver (
        .clk    (clk),
        .rst    (reset),
        .rx     (rx),
        .br_tick(br_tick),
        .rx_data(rx_data),
        .rx_done(rx_done)
    );
endmodule
`timescale 1ns / 1ps
module ascii (
    input  logic       Strike,
    input  logic       Ball,
    output logic [7:0] ascii
);
    always_comb begin
        if (Strike) ascii <= 8'd83;   
        else if (Ball) ascii <= 8'd66;   
        else ascii <= 8'd79;   
    end
endmodule
`timescale 1ns / 1ps
module buadrate(
    input logic clk,
    input logic rst,
    output logic br_tick
);
    logic [$clog2(100_000_000/9600/16)-1:0] br_counter;
    always_ff @(posedge clk or posedge rst) begin
        if (rst) begin
            br_counter <= 0;
            br_tick <= 1'b0;
        end else begin
            if (br_counter == 100_000_000 / 9600 / 16 - 1) begin
                br_counter <= 0;
                br_tick <= 1'b1;
            end else begin
                br_counter <= br_counter + 1;
                br_tick <= 1'b0;
            end
        end
    end
endmodule
`timescale 1ns / 1ps
module receiver (
    input  logic       clk,
    input  logic       rst,
    input  logic       rx,
    input  logic       br_tick,
    output logic [7:0] rx_data,
    output logic       rx_done
);
    typedef enum {
        IDLE,
        START,
        DATA,
        STOP
    } rx_state_e;
    rx_state_e rx_state, rx_next_state;
    logic [7:0] rx_data_reg, rx_data_next;
    logic rx_done_reg, rx_done_next;
    logic [4:0] tick_cnt_reg, tick_cnt_next;
    logic [3:0] bit_cnt_reg, bit_cnt_next;
    assign rx_data = rx_data_reg;
    assign rx_done = rx_done_reg;
    always_ff @(posedge clk, posedge rst) begin
        if (rst) begin
            rx_state <= IDLE;
            rx_data_reg <= 0;
            rx_done_reg <= 0;
            tick_cnt_reg <= 0;
            bit_cnt_reg <= 0;
        end else begin
            rx_state <= rx_next_state;
            rx_data_reg <= rx_data_next;
            rx_done_reg <= rx_done_next;
            tick_cnt_reg <= tick_cnt_next;
            bit_cnt_reg <= bit_cnt_next;
        end
    end
    always_comb begin
        rx_next_state = rx_state;
        rx_data_next  = rx_data_reg;
        rx_done_next  = rx_done_reg;
        tick_cnt_next = tick_cnt_reg;
        bit_cnt_next  = bit_cnt_reg;
        case (rx_state)
            IDLE: begin
                rx_done_next = 0;
                if (rx == 0) begin
                    rx_next_state = START;
                    tick_cnt_next = 0;
                    bit_cnt_next  = 0;
                end
            end
            START: begin
                if (br_tick) begin
                    if (tick_cnt_reg == 7) begin
                        rx_next_state = DATA;
                        tick_cnt_next = 0;
                    end else begin
                        tick_cnt_next = tick_cnt_reg + 1;
                    end
                end
            end
            DATA: begin
                if (br_tick) begin
                    if (tick_cnt_reg == 15) begin
                        tick_cnt_next = 0;
                        if (bit_cnt_reg == 8) begin
                            rx_next_state = STOP;
                            bit_cnt_next  = 0;
                        end else begin
                            rx_data_next = {rx, rx_data_reg[7:1]};
                            bit_cnt_next = bit_cnt_reg + 1;
                        end
                    end else begin
                        tick_cnt_next = tick_cnt_reg + 1;
                    end
                end
            end
            STOP: begin
                if (br_tick) begin
                    if (tick_cnt_reg == 23) begin
                        rx_next_state = IDLE;
                        rx_done_next  = 1;
                        tick_cnt_next = 0;
                    end else begin
                        tick_cnt_next = tick_cnt_reg + 1;
                    end
                end
            end
        endcase
    end
endmodule
`timescale 1ns / 1ps
module transmitter (
    input logic       clk,
    input logic       rst,
    input logic       br_tick,
    input logic       tx_start,
    input logic [7:0] tx_data,
    output logic tx_busy,
    output logic tx_done,
    output logic tx
);
    typedef enum {
        IDLE,
        START,
        DATA,
        STOP
    } tx_state_e;
    tx_state_e tx_state, tx_next_state;
    logic tx_reg, tx_next;
    logic [7:0] temp_data_reg, temp_data_next;
    logic [3:0] tick_cnt_reg, tick_cnt_next;
    logic [2:0] bit_cnt_reg, bit_cnt_next;
    logic tx_busy_reg, tx_busy_next;
    logic tx_done_reg, tx_done_next;
    assign tx = tx_reg;
    assign tx_busy = tx_busy_reg;
    assign tx_done = tx_done_reg;
    always_ff @(posedge clk or posedge rst) begin
        if (rst) begin
            tx_state <= IDLE;
            tx_reg <= 1'b1;
            temp_data_reg <= 0;
            tick_cnt_reg <= 0;
            bit_cnt_reg <= 0;
            tx_busy_reg <= 0;
            tx_done_reg <= 0;
        end else begin
            tx_state <= tx_next_state;
            tx_reg <= tx_next;
            temp_data_reg <= temp_data_next;
            tick_cnt_reg <= tick_cnt_next;
            bit_cnt_reg <= bit_cnt_next;
            tx_busy_reg <= tx_busy_next;
            tx_done_reg <= tx_done_next;
        end
    end
    always_comb begin
        tx_next_state = tx_state;
        tx_next = tx_reg;
        temp_data_next = temp_data_reg;
        tick_cnt_next = tick_cnt_reg;
        bit_cnt_next = bit_cnt_reg;
        tx_busy_next = tx_busy_reg;
        tx_done_next = tx_done_reg;
        case (tx_state)
            IDLE: begin
                tx_next = 1'b1;
                tx_done_next = 0;
                tx_busy_next = 0;
                if (tx_start) begin
                    tx_next_state  = START;
                    temp_data_next = tx_data;
                    tick_cnt_next  = 0;
                    bit_cnt_next   = 0;
                    tx_busy_next   = 1;
                end
            end
            START: begin
                tx_next = 1'b0;
                if (br_tick) begin
                    if (tick_cnt_reg == 15) begin
                        tx_next_state = DATA;
                        tick_cnt_next = 0;
                    end else begin
                        tick_cnt_next = tick_cnt_reg + 1;
                    end
                end
            end
            DATA: begin
                tx_next = temp_data_reg[0];
                if (br_tick) begin
                    if (tick_cnt_reg == 15) begin
                        tick_cnt_next = 0;
                        if (bit_cnt_reg == 7) begin
                            tx_next_state = STOP;
                            bit_cnt_next  = 0;
                        end else begin
                            temp_data_next = {1'b0, temp_data_reg[7:1]};
                            bit_cnt_next   = bit_cnt_reg + 1;
                        end
                    end else begin
                        tick_cnt_next = tick_cnt_reg + 1;
                    end
                end
            end
            STOP: begin
                tx_next = 1'b1;
                if (br_tick) begin
                    if (tick_cnt_reg == 15) begin
                        tx_next_state = IDLE;
                        tick_cnt_next = 0;
                        tx_busy_next  = 0;
                        tx_done_next  = 1;
                    end else begin
                        tick_cnt_next = tick_cnt_reg + 1;
                    end
                end
            end
        endcase
    end
endmodule
==> constraint.sdc <==
current_design TOP_uart_ctrl

set clk_period 2.7
set clk_io_pct 0.2

create_clock -name clk0 -period $clk_period [get_ports {clk}]

set non_clock_inputs [all_inputs -no_clocks]
set_input_delay [expr $clk_period * $clk_io_pct] -clock clk0 $non_clock_inputs
set_output_delay [expr $clk_period * $clk_io_pct] -clock clk0 [all_outputs]
==> results_dict.tcl <==
# collected from the flow reports
set metrics [dict create \
    cts_sinks 52 \
    switching_share_pct 22.61 \
    post-cts-setup-buffers 0 \
    chip_footprint_um2 9239 \
    post_synth_instance_area_um2 2658 \
    finalInstanceArea_um2 2998 \
    seqCellArea_um2 1305 \
    edf_count 0 \
    wl_per_cell_um 11.96 \
    cts_tree "yes" \
    die_x_um 96.12 \
    maxSlewHeadroom_pct 55.95 \
    clock_skew_ps 6.912 \
    netlist-cell-type-count 52 \
    layout.cells.non_filler 389 \
    grt_start_max_net_pins 31 \
    finalHoldWorstSlack_ps 483.0 \
    synthArstFlopShare_pct 100.0 \
    globalRouteTotalUtil_pct 11.37 \
    root_buffer "sky130_fd_sc_hd__clkbuf_8" \
    die_height_um 96.12 \
    power_switching_uw 300.5 \
    synth_top_flop_cell "sky130_fd_sc_hd__dfrtp_1" \
    largest_reg_flops 10 \
    antenna_found_initial 0 \
    combinationalPowerShare_pct 4.1 \
    ant_nets 0 \
    detail_route.antenna_diodes 0 \
    endpoint_kind "flop" \
    path_class "reg -> reg" \
    synth-seq-cells 52 \
    holdCritPathClass "reg -> reg" \
    std_cell_rows 33 \
    cts_resized 0 \
    fill_cells 824 \
    drt_pass1_iterations 5 \
    critical_path_required_ps 2930 \
    pwr_density_cell_nw_per_um2 443.3 \
    share_seq_of_total_power_pct 61.4 \
    drt_drc 0 \
    cap_violations 0 \
    ys_seq_share_pct 49.11 \
    clkLatencyLatePin_ps 300 \
    clock_pin_slew_on_the_worst_setup_and_hold_paths_ps 90 \
    family_with_the_most_delay_on_the_worst_path "simple AND/OR/NAND/NOR gates" \
    detailed_place.area_um2 2904 \
    outcome "complete, no violations" \
    layout_top_cell_excl_fill_tap "sky130_fd_sc_hd__dfrtp_1" \
    clkPwrFrac_pct 34.5 \
    cts_buffers 5 \
    power.internal_uw 1028 \
    dr_total_vias 1888 \
    viasPerCell 4.853 \
    leakagePower_uw 0.001281 \
    drt_iter0_markers 63 \
    post-dp-hpwl_mm 3.239 \
    wire_length_of_the_first_global_routing_pass_mm 8.273 \
    max_slew.worst_pin.slew_ps 652.3 \
    syn_inst 268 \
    syn_to_final_growth_pct 12.81 \
    use_met1_pct 18.98 \
    max-vdd-ir-drop_mv 0.2442 \
    hold_violations 0 \
    htreeDepth 2 \
    cp.buffers_inverters 0 \
    crit_path_frequent_cell "sky130_fd_sc_hd__ha_1" \
    use_met2_pct 16.02 \
    synth.avg_cell_area_um2 9.916 \
    placeableCoreArea_um2 8382 \
    setup_violations 0 \
    dp.cells 381 \
    cts_hold_buf 0 \
    totalNegativeSetupSlack_ps 0 \
    ys_cells 268 \
    initial_core_utilization_pct 31.71 \
    grtUsageMet3_pct 2.088 \
    warning_count 29 \
    io-pin-count 15 \
    critical_path.slowest_cell "sky130_fd_sc_hd__dfrtp_1" \
    crit_path_launch_type "flop" \
    detail_route.wirelength_mm 4.651 \
    regToRegSetupSlack_ps 720 \
    worst_ep_arrival_time_ps 2210 \
    crit_chain "ha_1 > and3_1 > ha_1 > nand2_1 > a211o_1 > or3_1 > o21ai_0" \
    cts_max_path_buffers 2 \
    finalCriticalPeriod_ps 1982 \
    port_buffers 14 \
    mostFrequentLayoutCells "sky130_fd_sc_hd__dfrtp_1 (49), sky130_fd_sc_hd__nand2_1 (39), sky130_fd_sc_hd__o21ai_0 (21)" \
    first_global_vias 1798 \
    timing.final.max_slew_violations 0 \
    top_usage_layer "met1" \
    place_congestion 0.8258 \
    fmax_ghz 0.5046 \
    grt-ovfl-total 0 \
    drive_above_1_share_pct 10.92 \
    setup_repair_after_global_routing_missed_its_margin "no" \
    yosys-stat-area_um2 2658 \
    mi_logic_area_um2 1236 \
    critical_path_peak_fanout 5 \
    synth_warnings 4 \
    critical_path.max_stage_delay_ps 390 \
    final_min_period_over_clock_period_pct 73.40 \
]
power by group through the flow:
stage	Clock (uW)	Sequential (uW)	Combinational (uW)
final	459	816	54.1
after global routing	506	819	62.7
after CTS	483	816	55.9
metrics by stage:
stage	utilization [%]	total power, uW	setup WS (ps)
floorplan	-	860.8	907.1
global placement	34.65	885.4	592.8
detailed placement	34.65	886.6	571.7
CTS	35.77	1355	722.3
global route	35.77	1388	538.0
finish	35.77	1329	718.1
synth_stat cells (2+ instances only):
library cell	number	area share, %
sky130_fd_sc_hd__dfrtp_1	49	46
sky130_fd_sc_hd__nand2_1	39	5.5
sky130_fd_sc_hd__o21ai_0	21	4.0
sky130_fd_sc_hd__inv_1	15	2.1
sky130_fd_sc_hd__nand3_1	14	2.6
sky130_fd_sc_hd__nor2_1	13	1.8
sky130_fd_sc_hd__ha_1	11	5.2
sky130_fd_sc_hd__mux2_2	11	4.7
sky130_fd_sc_hd__a21oi_1	9	1.7
sky130_fd_sc_hd__nand4_1	7	1.6
sky130_fd_sc_hd__nor2b_1	7	1.6
sky130_fd_sc_hd__xnor2_1	6	2.0
sky130_fd_sc_hd__nor3_1	5	0.94
sky130_fd_sc_hd__a22o_1	4	1.3
sky130_fd_sc_hd__and2_1	4	0.94
sky130_fd_sc_hd__buf_4	4	1.1
sky130_fd_sc_hd__a31oi_1	3	0.71
sky130_fd_sc_hd__dfstp_2	3	3.0
sky130_fd_sc_hd__o211ai_1	3	0.85
sky130_fd_sc_hd__o22ai_1	3	0.71
sky130_fd_sc_hd__and4_1	2	0.66
sky130_fd_sc_hd__buf_2	2	0.38
sky130_fd_sc_hd__nand2b_1	2	0.47
sky130_fd_sc_hd__nor4b_1	2	0.66
sky130_fd_sc_hd__o41ai_1	2	0.66
per-layer routing:
metal,part of all wire (%),vias to the layer above
met3,3.4,5
met2,42,22
met4,0.71,0
met5,0,-
li1,-,978
met1,54,883
cell families after synthesis:
family	count (synthesis)	synth area share [%]
DFF	52	49.11
adders and majority gates	11	5.179
AOI/OAI and AO/OA	58	14.27
and+or+nand+nor	104	19.73
xor gates and xnor gates	7	2.307
muxes	12	5.038
buffers and inverters	24	4.378
cell type report:
class                   instances  area share [%]
well taps                     105           4.382
clock inverters                 1          0.2504
clock buffers                   7           2.880
flip-flops and latches         52           43.53
repair buffers                 17           5.843
inverters                      15           1.878
multi-input cells             192           41.24
worst reg2reg max path: stages (launching register included):
cell,delay (ps)
sky130_fd_sc_hd__dfrtp_1,390
sky130_fd_sc_hd__ha_1,230
sky130_fd_sc_hd__and3_1,230
sky130_fd_sc_hd__ha_1,180
sky130_fd_sc_hd__nand2_1,90
sky130_fd_sc_hd__a211o_1,360
sky130_fd_sc_hd__or3_1,350
sky130_fd_sc_hd__o21ai_0,70
path summary, 6_finish.rpt:
check                                           start                         to  depth (start not counted)
hold / removal               U_buadrate.br_counter[0]   U_buadrate.br_counter[0]                          1
max in group asynchronous                       reset     U_receiver.rx_state[0]                          3
setup / recovery           U_receiver.tick_cnt_reg[0]  U_receiver.bit_cnt_reg[0]                          7
hold reg to reg              U_buadrate.br_counter[0]   U_buadrate.br_counter[0]                          1
setup reg to reg           U_receiver.tick_cnt_reg[0]  U_receiver.bit_cnt_reg[0]                          7
min in group asynchronous                       reset   U_buadrate.br_counter[8]                          2
Power and IR drop assume default switching activity.
